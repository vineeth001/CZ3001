## config.mk

```make
export PLATFORM = sky130hd
export DESIGN_NAME = Reg_File
export DESIGN_NICKNAME = Reg_File
export VERILOG_FILES = /design/flow/design.v
export SDC_FILE = /design/flow/constraint.sdc
export NUM_CORES = 4
export LEC_CHECK = 1
export CORE_UTILIZATION = 40
```

## constraint.sdc

```tcl
current_design Reg_File

set clk_period 4.7
set clk_io_pct 0.2

create_clock -name clk0 -period $clk_period [get_ports {Clock}]

set non_clock_inputs [all_inputs -no_clocks]
set_input_delay [expr $clk_period * $clk_io_pct] -clock clk0 $non_clock_inputs
set_output_delay [expr $clk_period * $clk_io_pct] -clock clk0 [all_outputs]
```

## design.v

```verilog
`timescale 1ns / 1ps
module Reg_File (
	input Clock,
	input Reset,
	input Wen,
	input [4-1:0] RAddr1, 
	input [4-1:0] RAddr2, 
	input [4-1:0] WAddr, 
	input [16-1:0] WData, 
	output [16-1:0] RData1,
	output [16-1:0] RData2
	);
	reg [16-1:0] RegFile[0:15];
	always@(posedge Clock)
		begin
			if(!Reset)
				begin
					RegFile[0]  <= 0;
					RegFile[1]  <= 0;
					RegFile[2]  <= 0;
					RegFile[3]  <= 0;
					RegFile[4]  <= 0;
					RegFile[5]  <= 0;
					RegFile[6]  <= 0;
					RegFile[7]  <= 0;
					RegFile[8]  <= 0;
					RegFile[9]  <= 0;
					RegFile[10]  <= 0;
					RegFile[11]  <= 0;
					RegFile[12]  <= 0;
					RegFile[13]  <= 0;
					RegFile[14]  <= 0;
					RegFile[15]  <= 0;
				end
			else
				RegFile[WAddr] <= ((Wen == 1) && (WAddr != 0)) ? WData : RegFile[WAddr];
		end
	assign RData1 = ((WAddr == RAddr1) && (WAddr != 0)) ? WData : RegFile[RAddr1];
	assign RData2 = ((WAddr == RAddr2) && (WAddr != 0)) ? WData : RegFile[RAddr2];
endmodule  
```

## run.sh

```bash
#!/bin/bash
# OpenROAD 26Q1-2900-gdf79404cd8, Yosys 0.63+post, stock flow scripts
make -C /OpenROAD-flow-scripts/flow DESIGN_CONFIG=/design/flow/config.mk WORK_HOME=/design/flow/orfs finish
```

==> datasheet_impl.txt <==
Physical implementation characteristics

Parameter                              Value

Drt
  Total wire length after detailed routing    37.7 mm
  Remaining routing DRC violations    0
  Routed WL per cell    26.2 um
  Vias    8036
  Vias per Instance    5.59
  Antenna diodes    0
  Detail Route Antenna Nets    0
  Detailed Route Iter0 Violations    406
  Total iterations of the first detailed-routing run    4

Yosys
  Commonest cells in the synthesized netlist    sky130_fd_sc_hd__edfxtp_1, sky130_fd_sc_hd__and2_1, sky130_fd_sc_hd__mux4_2
  Post-synthesis async set-or-reset flop share    0%
  Synth top area share    53.9%
  Avg Inst Size Synth    16.1 um^2
  Synthesized instance count    884
  Yosys chip area    14300 um^2
  Sequential cell area fraction in the yosys report    53.9%
  Total cells reported by yosys after synthesis    884
  Top cells, area    sky130_fd_sc_hd__edfxtp_1, sky130_fd_sc_hd__mux4_2, sky130_fd_sc_hd__and2_1, sky130_fd_sc_hd__mux2i_1, sky130_fd_sc_hd__mux2_2
  Post-synth cell types    30
  Cell type contributing the most total cell area after synthesis    sky130_fd_sc_hd__edfxtp_1
  Total of flip-flops plus latches after synthesis    256
  Most repeated cell in the gate-level netlist after synthesis    sky130_fd_sc_hd__edfxtp_1
  Count of flip-flops with a built-in enable after synthesis    256
  Dominant flop cell    sky130_fd_sc_hd__edfxtp_1
  Ys Warns    1
  Summed instance area of the synthesized netlist    14300 um^2

STA
  Unrepaired setup endpoints after global routing    no
  Final Max Slew Viols    0
  Final number of setup-violating endpoints    0
  Worst hold slack    1460 ps
  Final Hold Fails    0
  Final period util    89.4%
  Final worst setup slack    498 ps
  Worst-case headroom to the max-slew limit    52.1%
  Fin crit period    4200 ps
  Total negative slack    0 ps
  Timing-limited maximum frequency    238 MHz
  Pin slew with the least headroom to its limit    716 ps

Die
  Initial Utilization    41.0%
  Overall chip area    36400 um^2
  Number of standard-cell rows in the floorplan    68
  Die Width    191 um
  Die span in y    191 um
  Floorplan Core Area    34800 um^2
  Boundary Pins    63

Worst setup path
  Peak fanout along the critical path    16
  Critical path type    in2out
  Setup crit start kind    primary input
  Startpoint of the most critical setup path    WAddr[2]
  Crit path capture type    output pin
  Critical-path top delay cell    sky130_fd_sc_hd__clkdlybuf4s50_1
  Top delay family on crit path    buffers and inverters
  Critical-path cell list    clkdlybuf4s50_1 > nor4_1 > nor3_1 > nand3_2 > buf_4 > mux2_2 > clkdlybuf4s50_1
  Cell type with the highest occurrence count on the critical path    sky130_fd_sc_hd__clkdlybuf4s50_1
  Data arrival time of the worst path    3260 ps
  Largest stage delay on the critical path    670 ps
  Count of buffering cells on the critical path with inverters included    3
  CP required    3760 ps

Place
  Setup WS pre-CTS    529 ps
  Number of buffers inserted by port buffering    62
  Weighted congestion at the end of routability-driven global placement    0.822
  Final HPWL DP    23.5 mm

Global routing
  Gr usage total    23.6%
  Wire length of the first global-routing pass    56.8 mm
  Largest net degree at the start of global routing    47
  Number of global-route vias before repair    8751
  Antenna violations before repair    0
  Fraction of met2 tracks used by global routing    36.1%
  M1 GR Usage    32.7%
  Global route total overflow    0
  GR peak layer    met2
  Met3 track demand over resource    11.3%

CTS
  Clock Tree Root    sky130_fd_sc_hd__clkbuf_16
  # Post-CTS Setup Buffers    0
  Clock sink total    256
  Clock buffers created by TritonCTS    28
  Hold buffers post-CTS    0
  Number of levels the H-tree was split into    1
  Quantity of gates resized following cts    0
  TritonCTS clock tree    yes
  Deepest clock path buffer count    3
  Clock-pin slew on the worst setup and hold paths    60 ps

Job
  Count of tool warnings    25
  Number of maximum-capacitance constraint violations    0

Final layout
  Largest registers    RegFile (256)
  Area growth from synthesis to layout    15.3%
  Most flop-heavy register    RegFile
  Footprint of the multi-input gates    6210 um^2
  Total of fill cells in the finished design    2900
  Max FFs per register    256
  Seq. cell area    7690 um^2
  Fraction of layout cells with a size suffix above 1    26.6%

Power and ir drop
  Internal power    0.00432 W
  Power consumption    0.00565 W
  Clock Power Share    37.6%
  Sequential fraction of design power    48.0%
  Switch Pwr    0.00133 W
  Worst-case vdd ir drop    313 uV
  Share of total power in combinational logic    14.4%
  Leakage power summed over all cells    5.90 nW
  Total power divided by cell area    344 nW/um^2
  Sw Ratio    23.6%

Status
  Outcome    completed

Worst hold path
  Min-delay src    Reset
  Type of the worst min-delay path    in2reg
-- power groups by stage --
| stage | sequential, W | clock [W] | combinational (W) |
|---|---|---|---|
| CTS | 0.00271 | 0.00215 | 0.000827 |
| global route | 0.00273 | 0.00225 | 0.000875 |
| finish | 0.00271 | 0.00212 | 0.000816 |
-- routing by layer --
metal | vias up | wire length [um]
li1 | 3579 | -
met1 | 3961 | 14300
met2 | 442 | 18000
met3 | 54 | 4490
met4 | 0 | 899
met5 | - | 0
-- layout by cell type, fill, tap and decap left out, drive strengths merged, types with 4 or more instances in the layout --
cell,synthesis,layout
o21ai,9,9
clkdlybuf4s50,0,56
buf,44,55
mux2,32,32
mux2i,96,96
clkbuf,35,36
edfxtp,256,256
nor4,5,5
xnor2,4,4
xor2,4,4
mux4,128,128
nand2b,8,8
clkinv,0,11
nor2,9,9
nor3,5,5
conb,1,16
and2,240,240
-- area by class of cell --
cell class,count,share of cell area (%)
inverters,1,0.0228
repair buffers,111,6.62
multi-input cells,563,37.8
clock inverters,15,0.761
clock buffers,36,4.58
well taps,455,3.46
flip-flops and latches,256,46.8
-- cell families (layout without fill, tap and decap cells) --
family / Yosys count / after routing / synth area share [%]
muxes: 256 / 256 / 30.0
and+or+nand+nor: 274 / 274 / 12.1
buffers and inverters: 80 / 163 / 3.14
xor gates and xnor gates: 8 / 8 / 0.492
AOI/OAI and AO/OA: 9 / 9 / 0.316
other: 1 / 16 / 0.0263
DFF: 256 / 256 / 53.9
-- through the flow --
step | util, % | cells | area, um^2
floorplan | - | 899 | 14300
global placement | 44.7 | 1386 | 15600
detailed placement | 44.7 | 1386 | 15600
CTS | 47.2 | 1437 | 16400
global route | 47.2 | 1437 | 16400
finish | 47.2 | 1437 | 16400
-- worst paths after layout --
| path | depth (start not counted) | slack, ps | endpoint |
|---|---|---|---|
| setup / recovery | 7 | 500 | RData1[4] |
| hold / removal | 2 | 1460 | RegFile[15][1]$_SDFFCE_PN0P_ |
No activity file was given, so power comes from the tool's default toggle rates.
