File: /design/flow/design.v
`timescale 10 ns/ 10 ns
module alu(
   A,    
   B,    
   op,    
   imm,    
   Out    
   );
   input [16-1:0] A,B;
   input [2:0] op;
   input [3:0] imm;
   output [16-1:0] Out;
   reg [16-1:0] Out; 
   reg [2*16 -1:0] tmp;       
always @(A or B or op or imm)
begin
   case(op)
       3'b000: Out = A + B;
       3'b001: Out = A - B;
       3'b010: Out = A & B;
       3'b011:  Out = A | B;
       3'b100: Out = A << imm;
       3'b101: Out = A >> imm;
       3'b110: Out = $signed(A) >>> imm;
       3'b111:  begin
              tmp = {A, A} << imm;
              Out = tmp[2*16 -1:16];              
             end
       default: Out = 0;              
   endcase
end
endmodule
File: /design/flow/config.mk
export PLATFORM = sky130hd
export DESIGN_NAME = alu
export DESIGN_NICKNAME = alu
export VERILOG_FILES = /design/flow/design.v
export SDC_FILE = /design/flow/constraint.sdc
export NUM_CORES = 4
export LEC_CHECK = 1
export CORE_UTILIZATION = 50
File: /design/flow/constraint.sdc
current_design alu

set clk_period 9.5
set clk_io_pct 0.2

create_clock -name clk0 -period $clk_period

set non_clock_inputs [all_inputs -no_clocks]
set_input_delay [expr $clk_period * $clk_io_pct] -clock clk0 $non_clock_inputs
set_output_delay [expr $clk_period * $clk_io_pct] -clock clk0 [all_outputs]
File: /design/flow/run.sh
#!/bin/bash
# OpenROAD 26Q1-2900-gdf79404cd8, Yosys 0.63+post, stock flow scripts
make -C /OpenROAD-flow-scripts/flow DESIGN_CONFIG=/design/flow/config.mk WORK_HOME=/design/flow/orfs finish
==> changes_impl.md <==
### Metrics

* Iteration-0 DRC Markers at 294
* Top area contributor share at 0.0977
* Tool warnings at 35
* # DRC at 0
* Worst Path Max Fanout at 35
* Cell variety after synth at 73
* Post-CTS resize count at 0
* Top cells by area: mux2i_1 9.8%, mux4_2 8.2%, nor2_1 7.7%
* LEAKAGE at 0.00144 uW
* Synthesis Warnings at 1
* Setup repair bufs after CTS at 0
* Max Slew Vio Count at 0
* First-pass GRT wire length at 17400 um
* Largest net degree at the start of global routing at 48
* Crit start category: primary input
* Power Dens Cells at 65.1 mW/mm2
* VDD IR max at 0.0521 mV
* Critical Path AT at 5.98 ns
* RSZ-0062 raised after global routing: no
* Register share after synthesis at 0
* Initial antenna violation count at 0
* Synthesis-to-finish area growth at 14.7%
* Pre-antenna DRT Iters at 5
* Least-Margin Pin Slew at 0.872 ns
* Final period util at 0.829
* Synth area leader: mux2i_1
* Rows at 29
* Fraction of layout cells with a size suffix above 1 at 0.0779
* Fin cells at 552
* Vias/cell at 6.62
* Flop area at 0 um2
* Max cap viols at 0
* Tmin final at 7.88 ns
* Routability cong. at 1.08
* Final hold violations at 0
* Post-Route WL at 10700 um
* Yosys chip area at 0.00328 mm2
* Nature of the critical path endpoint: output pin
* Gr ovfl total at 0
* Die Size at 0.00688 mm2
* Port bufs at 55
* Syn avg cell area at 7.27 um2
* Vias after detailed routing at 3655
* Boundary pin count at 55
* FMAX at 127 MHz
* Post-route ant nets at 0
* Slew HR at 0.416
* # diodes at 0
* WL/cell at 19.4 um
* Die H at 83.0 um
* Fin Setup TNS at 0 ns
* Cts hold-fix bufs at 0
* Die X at 83.0 um
* Mapped Area at 0.00328 mm2
* Number of placed cells counting well taps at 552
* Number of global-route vias before repair at 3271
* Total track usage at 0.320
* Req. time, crit path at 7.60 ns
* CP Class: primary input to output pin
* Starting Density at 0.516
* Yosys cell count at 451
* Outcome: finished, final reports clean
* Min-delay worst type: primary input to output pin
* Final setup fails at 0
* Floorplan core area at 0.00635 mm2
* Post-DP HPWL at 8290 um
* Hold path depth at 5
* Mapped Cells at 451
* Layout clock buffers at 0
* Num sequential at 0
==> synthesized netlist by cell type, types with 3 or more instances <==
master     n
nand2b_1   8
xnor2_1   16
o22ai_1    3
o21a_1     5
mux2i_1   32
inv_1     14
a211oi_1   7
mux2_2     7
nand3_1    7
nor2_1    67
a31oi_1    3
xor2_1    12
a221oi_1   3
o32ai_1    5
a21oi_1   34
o221ai_1   3
o211ai_1   7
a22oi_1    3
nand4_1    4
o21bai_1   7
nand2_1   22
and3_1     3
o2111a_1   3
ha_1      18
buf_2     17
nor2b_1    4
clkbuf_1  13
mux4_2    12
nor4_1     5
maj3_1     9
nor3_1    11
o31ai_1    3
o21ai_0   25
a21o_1     8
==> final timing paths <==
check / startpoint / endpoint / slack [ns]
max: op[2] / Out[14] / 1.62
min: B[14] / Out[14] / 4.99
==> layout by cell type (no fill, tap or decap), types with 8 or more instances in the layout <==
| cell | netlist | final |
|---|---|---|
| mux4_2 | 12 | 12 |
| a21o_1 | 8 | 8 |
| nor3_1 | 11 | 11 |
| ha_1 | 18 | 18 |
| nor2_1 | 67 | 67 |
| xnor2_1 | 16 | 16 |
| clkdlybuf4s50_1 | 0 | 53 |
| maj3_1 | 9 | 9 |
| a21oi_1 | 34 | 34 |
| mux2i_1 | 32 | 32 |
| nand2b_1 | 8 | 8 |
| inv_1 | 14 | 14 |
| o21ai_0 | 25 | 25 |
| xor2_1 | 12 | 12 |
| nand2_1 | 22 | 22 |
==> per-layer routing <==
metal | vias up | track usage | wire (um)
met5 | - | 0 | 0
met1 | 1697 | 0.502 | 4960
met4 | 0 | 0.00940 | 51
met2 | 184 | 0.496 | 4830
li1 | 1770 | - | -
met3 | 4 | 0.0535 | 897
==> kinds of logic (layout without fill, tap and decap cells) <==
| logic type | after synthesis | after routing | synth area share |
|---|---|---|---|
| compound gates | 143 | 143 | 0.305 |
| mux | 54 | 54 | 0.225 |
| fa+ha+maj | 28 | 28 | 0.102 |
| simple gates | 147 | 147 | 0.216 |
| buf+inv | 51 | 75 | 0.0771 |
| xor+xnor | 28 | 28 | 0.0748 |
==> worst max-delay path, stage by stage <==
cell and delay [ns]:
clkdlybuf4s50_1 0.40, buf_4 0.23, nor2_1 0.46, and2_0 0.42, nor2_1 0.11, xnor2_1 0.16
ha_1 0.39, and3_4 0.23, a221oi_4 0.35, o221ai_2 0.23, a311oi_2 0.31, xor2_1 0.10
o221ai_1 0.20, clkdlybuf4s50_1 0.49
==> final cells by class <==
class                           instances  area [um2]
Fill cell                             600        2590
Inverter                               14        52.6
Multi-Input combinational cell        400        3020
Tap cell                               77        96.3
Timing Repair Buffer                   61         586
==> power breakdown <==
part           total, uW  internal [uW]  switching (uW)  leakage [uW]
Sequential             0              0               0             0
Clock                  0              0               0             0
Combinational        245            116             129       0.00144
Total                245            116             129       0.00144
==> stage by stage <==
stage	power (uW)	utilization	setup WS, ns	area (um2)	hold slack (ns)
final	245	0.592	1.62	3760	4.99
after floorplan	160	-	3.03	3280	3.97
after global placement	241	0.592	1.75	3760	4.98
after global routing	268	0.592	1.31	3760	5.08
after detailed placement	240	0.592	1.67	3760	4.98
after CTS	242	0.592	1.64	3760	5.00
Power figures rest on the tool's default switching activity, not on a simulated workload.
