==> design/flow/design.v <==
`timescale 1ns / 10ps
module EX_stage (
   input Clk, Rst,
	 input [16-1:0] EX_PCplus1,
	 input [16-1:0] EX_ReadData1, EX_ReadData2,			
	 input [16-1:0] EX_SignE_8immed,
	 input [4-1:0] EX_RDest_rd,
	 input [3:0] EX_ALUOp,
	 input EX_MemWrite, EX_MemEnab, 
	 input EX_Sel_ALUSrc1, EX_Sel_ALUSrc2,
	 input EX_Mem2Reg, EX_RFileWrite, EX_Sel_ALU_PC1,
	 input [7:0] EX_src_dest_reg,
	 input [4-1:0] EX_mem_RF_Dest,
	 input [4-1:0] EX_WB_RF_Dest,
	 input [16-1:0] EX_Mem_Result,
	 input [16-1:0] EX_WBResult,
	 input WB_RFWrite_Eb,
	 input Mem_RFWrite_Eb,
	 output reg [16-1:0] Mem_ALUResult,
	 output reg [16-1:0] Mem_PCplus1,
	 output [16-1:0] EX_ALUResult_mem,	 
	 output [16-1:0] EX_ReadData2_out,		 
	 output reg [4-1:0] Mem_RDest_rd,
   	 output reg [2:0] ALU_Status,          
	 output EX_MemWrite_out, EX_MemEnab_out, 		 
	 output reg Mem_Mem2Reg, Mem_RFileWrite, Mem_Sel_ALU_PC1
    );
	wire [16-1:0] EX_ALU_Data1_in_stage1,EX_ALU_Data1_in_stage2, EX_ALU_Data2_in_stage1,EX_ALU_Data2_in_stage2, EX_ALUResult_0,ALU_in1, ALU_in2;
	wire [2:0] EX_ALU_Status;
	wire alu_mem_mux1,alu_mem_mux2,alu_wb_mux1,alu_wb_mux2;
	ALU EX_2 (
		.A(ALU_in1), 
		.B(ALU_in2),
		.op(EX_ALUOp),
		.imm(EX_SignE_8immed),
		.Out(EX_ALUResult_0),
		.ALU_Status(EX_ALU_Status)
		);
	DF_control D1(
	 .DF_src_dest_reg(EX_src_dest_reg),
	 .DF_mem_RF_Dest(EX_mem_RF_Dest),
	 .DF_WB_RF_Dest(EX_WB_RF_Dest),
	 .DF_WB_RFWrite_Eb(WB_RFWrite_Eb),
	 .DF_mem_RFWrite_Eb(Mem_RFWrite_Eb),
	 .alu_in1_mx1(alu_mem_mux1),
	 .alu_in1_mx2(alu_mem_mux2),
	 .alu_in2_mx1(alu_wb_mux1),
	 .alu_in2_mx2(alu_wb_mux2)
	 );
	assign EX_ALU_Data1_in_stage1 = (EX_Sel_ALUSrc1) ? EX_ReadData1 : EX_SignE_8immed; 	 
	assign EX_ALU_Data2_in_stage1 = (EX_Sel_ALUSrc2) ? EX_ReadData2 : EX_SignE_8immed; 	 
	assign EX_ALU_Data1_in_stage2 = (alu_mem_mux1) ? EX_Mem_Result : EX_ALU_Data1_in_stage1;
	assign EX_ALU_Data2_in_stage2 = (alu_wb_mux1) ? EX_Mem_Result : EX_ALU_Data2_in_stage1;
	assign ALU_in1 = (alu_mem_mux2) ? EX_WBResult : EX_ALU_Data1_in_stage2;
	assign ALU_in2 = (alu_wb_mux2) ? EX_WBResult : EX_ALU_Data2_in_stage2;
	assign EX_ReadData2_out = EX_ReadData2;
	assign EX_MemWrite_out = EX_MemWrite;
	assign EX_MemEnab_out = EX_MemEnab;
	assign EX_ALUResult_mem = EX_ALUResult_0;	 
always @ (posedge Clk)
begin
	if (Rst) begin
		Mem_ALUResult <= 16'b0;		 
		Mem_PCplus1 <= 16'b0;		 
		Mem_RDest_rd <= 3'b0;			 
		Mem_Mem2Reg <= 1'b0;
		Mem_RFileWrite <= 1'b0;
		ALU_Status <= 3'b0;
		Mem_Sel_ALU_PC1 <= 1'b0;
		end
	else begin
		Mem_ALUResult <= EX_ALUResult_0;	 
		Mem_PCplus1 <= EX_PCplus1;			 
		Mem_RDest_rd <= EX_RDest_rd;		 
		Mem_Mem2Reg <= EX_Mem2Reg;
		Mem_RFileWrite <= EX_RFileWrite;
	  	ALU_Status <= EX_ALU_Status;
		Mem_Sel_ALU_PC1 <= EX_Sel_ALU_PC1;
		end
end
endmodule			 
module DF_control(input [7:0] DF_src_dest_reg,
	 input [4-1:0] DF_mem_RF_Dest,
	 input [4-1:0] DF_WB_RF_Dest,
	 input DF_WB_RFWrite_Eb,
	 input DF_mem_RFWrite_Eb,
	 output alu_in1_mx1,
	 output alu_in1_mx2,
	 output alu_in2_mx1,
	 output alu_in2_mx2 );
	wire result1,result2,result3,result4;
	assign result1 = ~|((DF_mem_RF_Dest ^ DF_src_dest_reg[7:4]));
	assign result2 = ~|((DF_WB_RF_Dest ^ DF_src_dest_reg[7:4]));
	assign result3 = ~|((DF_mem_RF_Dest ^ DF_src_dest_reg[3:0]));
	assign result4 = ~|((DF_WB_RF_Dest ^ DF_src_dest_reg[3:0]));
 assign alu_in1_mx1 = DF_mem_RFWrite_Eb & result1;
 assign alu_in1_mx2 = DF_WB_RFWrite_Eb & result2;
 assign alu_in2_mx1 = DF_mem_RFWrite_Eb & result3;
 assign alu_in2_mx2 = DF_WB_RFWrite_Eb & result4;
endmodule
==> design/flow/run.sh <==
#!/bin/bash
# OpenROAD 26Q1-2900-gdf79404cd8, Yosys 0.63+post, stock flow scripts
make -C /OpenROAD-flow-scripts/flow DESIGN_CONFIG=/design/flow/config.mk WORK_HOME=/design/flow/orfs finish
==> design/flow/config.mk <==
export PLATFORM = sky130hd
export DESIGN_NAME = DF_control
export DESIGN_NICKNAME = DF_control
export VERILOG_FILES = /design/flow/design.v
export SDC_FILE = /design/flow/constraint.sdc
export NUM_CORES = 4
export LEC_CHECK = 1
export CORE_AREA = 10 10 70 70
export DIE_AREA = 0 0 80 80
==> design/flow/constraint.sdc <==
current_design DF_control

set clk_period 1.2
set clk_io_pct 0.2

create_clock -name clk0 -period $clk_period

set non_clock_inputs [all_inputs -no_clocks]
set_input_delay [expr $clk_period * $clk_io_pct] -clock clk0 $non_clock_inputs
set_output_delay [expr $clk_period * $clk_io_pct] -clock clk0 [all_outputs]
==> run summary <==
Implementation progress

The finished layout holds between 100 and 150 standard cells, fillers aside. The total overflow left after global routing is 0. The startpoint identified for the worst hold timing path is DF_WB_RF_Dest[1]. The script computed a power per unit cell area of between 200 and 300 nW/um^2. The fraction of power consumed by the clock network stands at 0%. The fraction of power consumed by sequential logic stands at 0%.

The most common logic cell in the final layout is sky130_fd_sc_hd__buf_2. The maximum vdd drop stands at around 37 uV. The type recorded for the worst min-delay path is in -> out. Before placement the cells fill under 10% of the core. The number of setup violations in the final report stands at 1. The most critical hold endpoint after final layout shows a slack of between 0.8 and 0.9 ns.

Synthesis instantiated 14 different standard cells from the library. The placement summary gives the final routability congestion estimate as ~0.86. The area taken by flip-flops and latches stands at 0 sq um. Per the cell usage report, the commonest logic cells after layout are sky130_fd_sc_hd__buf_2, sky130_fd_sc_hd__buf_6, sky130_fd_sc_hd__xor2_1. The sequential area share after synthesis stands at 0%. The DRC violation total after the first TritonRoute iteration stands at 6. The largest single stage delay on the critical path is 0.39 ns. The worst setup path is captured at a primary output.

After synthesis the cells add up to around 210 sq um. The timing report attributes the biggest portion of critical-path delay to AND-OR/OR-AND gates. The total global-route track usage stands at between 2 and 3%. For this run, the share of the core covered by cells in the final layout is between 10 and 15%.

The count of pins over their slew limit stands at 0. The area growth from synthesis to layout is 145%. The worst slew margin relative to its limit stands at a little over four fifths. Per the post-route antenna check, the number of violating nets is 0. The routed via count stands at 310. The number of hold buffers added after cts stands at 0. Cells with a size suffix above 1 make up a little under two thirds of the layout. The critical path maximum fanout is 2.

Setup repair after global routing could not meet its margin everywhere. Once the clock tree was built, the setup fixing pass inserted 0 buffers. The placement report lists the number of port buffers as 22. Tracing the worst setup path back leads to its startpoint at DF_mem_RF_Dest[1]. The number of antenna repair diodes stands at 0.

The logic gate share of total power stands at 100.0%. The sequential cell count of the final layout stands at 0. The script logs the ratio of routed vias to standard cells as a little over 3. The routed design could run at a clock period as short as 1.31 ns. The warning total across the stage logs stands at 34. The floorplan die width stands at about 80 um. The pin count of the biggest net entering global routing stands at 5.

The global-route wire length before repair stands at between 1000 and 1500 um. For this design, the slowest cell found on the critical path is sky130_fd_sc_hd__a2111o_1. During synthesis, Yosys emitted a total of 0 warnings. The data arrival time of the worst path stands at roughly 1.1 ns. In the finished design, the share of the clock period the worst path needs comes to 109%. 22 I/O pins were placed.

Per the run summary, max-cap violations total 0. In the final routed layout, each cell accounts on average for between 9 and 10 um. Cell internal power was estimated by the tool at 86.8 uW.

The count of unresolved DRC violations after routing stands at 0. The average instance area after synthesis stands at about 7 sq um. The combined area of the multi-input logic cells stands at roughly 240 sq um.

In this build the clock could be raised as far as about 760 MHz. The via count of the first global-routing pass came to 291. The count of clock buffers in the final design stands at 0. Wires add up to slightly below 1000 um. According to the timing report, the data required time at the worst endpoint equals 0.96 ns. Before CTS, the worst setup slack after placement is -0.886 ns. The run finished, with violations left.

In the synthesis report, Yosys lists the chip area as about 210 sq um. The wire-length estimate of the detail-placed layout is 866 um. The number of search-and-repair iterations in the first detailed-routing pass stands at 4. The fill cell total of the finished layout stands at just under 400. The die covers between 6000 and 7000 sq um. The final reports fail on setup timing.

The critical path is of the in -> out type. The initial antenna violation count was 0. The timing report notes that buffer and inverter cells on the critical path total 2.

The height of the die stands at ~80 um. The slack of the critical path stands at -0.108 ns. The gate count after technology mapping stands at 29. The critical path goes through buf_6, nor2b_4, a2111o_1, nor3_2, buf_2. The worst setup path is launched from an input pin. The power report shows net switching accounting for about 41% of the total.

The final hold violation count stands at 0. The cell leakage power stands at roughly 0.00023 uW. The measured slew at the worst slew-check pin stands at 0.249 ns.

After detailed placement, the design holds a cell count of roughly 100. Per the OpenROAD power report, switching power amounts to 60.5 uW. The core footprint stands at roughly 3400 sq um. Walking the critical path from launch to capture passes 5 cell instances. The number of cells in Yosys stat stands at 29. The worst hold path cell count stands at 5. The total number of placement rows stands at 21. In the final timing run, aggregate negative setup slack is -0.108 ns.
==> kinds of logic (layout without fill, tap and decap cells) <==
| logic type | Yosys count | count (layout) | synth area share, % |
|---|---|---|---|
| XOR/XNOR | 10 | 10 | 42.4 |
| buffers and inverters | 4 | 30 | 7.27 |
| AND/OR/NAND/NOR | 10 | 10 | 30.3 |
| AND-OR/OR-AND | 5 | 5 | 20.0 |
==> cell type report <==
| class | instances | share of cell area [%] |
|---|---|---|
| Inverter | 4 | 2.96 |
| Timing Repair Buffer | 26 | 38.5 |
| Tap cell | 46 | 11.4 |
| Multi-Input combinational cell | 25 | 47.2 |
==> synthesized netlist by cell type (all sizes together) <==
cell     instances  area (sq um)
a2111o           1          11.3
a222oi           1          10.0
inv              4          15.0
nand2            2          7.51
nand2b           2          12.5
nor2b            2          12.5
nor3             1          10.0
nor3b            1          7.51
nor4             2          12.5
o2111ai          1          8.76
o21ai            1          5.00
o22ai            1          6.26
xnor2            2          17.5
xor2             8          70.1
==> tightest hold or removal path, delay by kind of cell <==
kind                   cells  cell delay [ns]
XOR/XNOR                   1             0.05
buffers and inverters      2             0.18
AND/OR/NAND/NOR            2             0.11
==> per-stage QoR <==
stage	cell area (sq um)	power [uW]
5_1_grt	507	160
2_1_floorplan	206	46.1
4_1_cts	490	140
3_5_place_dp	514	146
6_report	507	147
3_3_place_gp	514	145
==> timing repair <==
item,CTS,global route
pin swaps,11,5
cloned,0,0
endpoints found under the hold margin,0,0
setup endpoints to repair,4,4
resized,87,10
==> layer usage <==
layer | global-route usage, % | wire [um]
met1 | 3.96 | 442
met2 | 4.01 | 413
met3 | 1.14 | 139
met4 | 0 | 0
met5 | 0 | 0
==> worst paths after layout <==
path                     endpoint  slack [ns]
worst min-delay path  alu_in2_mx2        0.82
worst max-delay path  alu_in1_mx1       -0.11
==> power by group through the flow <==
stage         Clock, uW  Sequential, uW  Combinational, uW
CTS                   0               0                140
global route          0               0                160
finish                0               0                147
Power is estimated from default activity; no workload was simulated.
